**./config.mk**
```make
export PLATFORM = sky130hd
export DESIGN_NAME = module_clkdiv
export DESIGN_NICKNAME = module_clkdiv
export VERILOG_FILES = /design/flow/design.v
export SDC_FILE = /design/flow/constraint.sdc
export NUM_CORES = 4
export LEC_CHECK = 1
export CORE_AREA = 10 10 95 95
export DIE_AREA = 0 0 105 105
```
**./run.sh**
```bash
#!/bin/bash
# OpenROAD 26Q1-2900-gdf79404cd8, Yosys 0.63+post, stock flow scripts
make -C /OpenROAD-flow-scripts/flow DESIGN_CONFIG=/design/flow/config.mk WORK_HOME=/design/flow/orfs finish
```
**./constraint.sdc**
```tcl
current_design module_clkdiv

set clk_period 2.7
set clk_io_pct 0.2

create_clock -name clk0 -period $clk_period [get_ports {clk}]

set non_clock_inputs [all_inputs -no_clocks]
set_input_delay [expr $clk_period * $clk_io_pct] -clock clk0 $non_clock_inputs
set_output_delay [expr $clk_period * $clk_io_pct] -clock clk0 [all_outputs]
```
**./design.v**
```verilog
module module_clkdiv ( 
    input logic clk,
    input logic rst,
    output logic clk_div
);
logic [14:0] counter; 
    always_ff @(posedge clk or posedge rst) begin
        if (rst) begin
            counter <= 15'b0; 
            clk_div <= 1'b0;   
        end else begin
            if (counter == 15'd26999) begin 
                clk_div <= ~clk_div; 
                counter <= 15'b0;
            end else begin
                counter <= counter + 1'b1;
            end
        end
    end
endmodule
```
==> flow_summary_export.csv <==
group,metric,value,unit
run_status,run_status,"complete, no violations",
grt,remaining_global_route_overflow,0,
worst_setup_path,crit_path_end,"counter[1]",
clock_network,clkTransAtPathRegs,0.06,ns
final_timing,finalHoldViolations,0,
yosys,ys_types,20,
yosys,synthTopCellsByArea,"sky130_fd_sc_hd__dfrtp_1, sky130_fd_sc_hd__xnor2_1, sky130_fd_sc_hd__nor2_1",
worst_setup_path,cp_slowest_cell,"sky130_fd_sc_hd__or4_4",
detailed_routing,num_antenna_cells,0,
yosys,synth_area,745.7,sq um
floorplan,fp-row-count,30,
grt,grt_usage,2.202,%
yosys,top_cells_by_count,"sky130_fd_sc_hd__dfrtp_1, sky130_fd_sc_hd__nor2_1, sky130_fd_sc_hd__xnor2_1",
yosys,ys_ff,16,
detailed_routing,routed-via-count,483,
worst_setup_path,critPathCaptureType,"flop",
worst_setup_path,max_stage_delay,0.50,ns
detailed_routing,drt_drc_violations_left,0,
final_timing,finalSetupViolCount,0,
yosys,yosys.stat.chipArea,745.7,sq um
worst_setup_path,crit_type,"reg2reg",
floorplan,design.core.area,0.006907,sq mm
final_timing,timing_max_transition_violations_final,0,
yosys,async_flop_share,100.0,%
final_timing,final.setup_skew,0.003354,ns
final_layout,final_layout_size_suffix_gt1_share,9.459,%
clock_network,clk_sinks,16,
clock_network,ctsHtreeMaxLevel,1,
run,warnings,25,
clock_network,clock_path_buffers,2,
final_timing,period_minus_slack,1.752,ns
final_layout,flow.area_growth_from_synthesis,24.33,%
yosys,netlist_instances,69,
worst_setup_path,startpoint,"counter[9]",
detailed_routing,viasPerCell,2.841,
grt,grt_first_pass_wirelength,2111,um
worst_hold_path,min-delay-path-class,"reg2reg",
worst_setup_path,cp-start-kind,"flop",
detailed_routing,ant_nets,0,
worst_setup_path,reg2reg_from,"counter[9]",
detailed_routing,drt-pass1-iter-count,3,
worst_setup_path,crit_arrival,1.89,ns
power,pwr-share-comb,1.4,%
final_timing,fin_ws,0.9477,ns
power,p_int,0.3398,mW
floorplan,die_y,105,um
yosys,synth_stat.cells,69,
yosys,synth_area_leader_cell,"sky130_fd_sc_hd__dfrtp_1",
clock_network,cts_inserted_buffers,3,
power,switching_share,18.72,%
final_timing,post_route_setup_tns,0,ns
yosys,yosysWarningCount,1,
run,cap_viol_max_count,0,
worst_setup_path,worst_path_required,2.84,ns
power,net_switching_power,0.07827,mW
clock_network,hold_buffers,0,
worst_setup_path,setup.reg_to_reg.worst_slack,0.95,ns
placement,dp_hpwl,861.4,um
clock_network,postCtsSetupBuffers,0,
detailed_routing,detailedRoute.firstIterationViolations,5,
yosys,enable_flop_cells,0,
floorplan,chip_area,0.01103,sq mm
grt,grt_max_degree,17,
clock_network,clock_insertion_delay_worst_skew,0.24,ns
yosys,synthesis.area_per_instance,10.81,sq um
final_layout,fillCellCount,799,
clock_network,root_buffer,"sky130_fd_sc_hd__clkbuf_8",
floorplan,boundaryPins,3,
grt,vias_in_the_first_global_route,472,
yosys,most_common_cell,"sky130_fd_sc_hd__dfrtp_1",
placement,io_buffer_count,2,
floorplan,floorplan.die.width,105,um
detailed_routing,wire_per_inst,7.124,um
worst_setup_path,crit_fanout,10,
placement,pre_cts_ws,0.9417,ns
final_timing,maxSlewHeadroom,60.07,%
worst_setup_path,rr_worst_depth,4,
placement,place_congestion,0.8255,
power,power_density,450.9,mW/mm^2
power,power.ir.vdd_worst,446.5,uV
final_timing,timing.final.crit_share,64.90,%
worst_setup_path,r2r_path_end,"counter[1]",
final_timing,setup_repair_after_global_routing_missed_its_margin,"no",
final_layout,post-route-util,13.42,%
final_timing,maxClockFrequency,0.5707,GHz
grt,grt_antenna_before_repair,0,
yosys,top_cell_area_share,53.69,%
yosys,synth_seq_share,53.69,%
worst_setup_path,critical_path.cell_chain,"nand3b_1 > or4_4 > nor3_4 > and2b_2",
final_timing,worstMarginPinSlew,0.5983,ns
clock_network,post_cts_resize_count,0,
yosys,yosys_most_used_dff,"sky130_fd_sc_hd__dfrtp_1",
clock_network,tritoncts,"done",
power,power.clock.fraction,41.2,%
power,p_leak,0.3755,nW
floorplan,floorplan.initialDensity,10.80,%
power,pwr-share-seq,57.4,%
detailed_routing,routed_wl,1211,um
[flip-flops by register name, summed over array words and instances (netlist names)]
signal / flops
clk_div: 1
counter: 15
[cell families (layout without fill, tap and decap cells)]
| family | after synthesis | in the layout | synth area share, % |
|---|---|---|---|
| AOI/OAI and AO/OA | 2 | 2 | 1.845 |
| xor gates and xnor gates | 13 | 13 | 15.27 |
| adders and majority gates | 1 | 1 | 1.678 |
| buffers and inverters | 3 | 8 | 1.510 |
| DFF | 16 | 16 | 53.69 |
| and+or+nand+nor | 34 | 34 | 26.01 |
[metal layers]
| metal | wire (um) | vias to the layer above | track usage (%) |
|---|---|---|---|
| met3 | 47 | 0 | 0.8696 |
| met4 | 0 | 0 | 0 |
| li1 | - | 251 | - |
| met5 | 0 | - | 0 |
| met1 | 686 | 227 | 3.228 |
| met2 | 477 | 5 | 3.158 |
[power by group through the flow]
stage | Sequential [mW] | Combinational [mW] | Clock [mW]
finish | 0.240 | 0.00587 | 0.172
global route | 0.240 | 0.00680 | 0.187
CTS | 0.240 | 0.00629 | 0.180
[critical path, delay by kind of cell, from the launching register on]
| family | cells | cell delay [ns] |
|---|---|---|
| simple gates | 4 | 1.26 |
| flops | 1 | 0.39 |
[layout make-up]
cell class / count / area, sq um / share of cell area, %
flip-flops and latches: 16 / 400.4 / 43.18
well taps: 96 / 120.1 / 12.96
inverters: 3 / 11.26 / 1.215
repair buffers: 2 / 20.02 / 2.159
multi-input cells: 50 / 334.1 / 36.03
clock buffers: 3 / 41.29 / 4.453
[cells in the final DEF, fill, tap and decap left out]
| cell type | instances |
|---|---|
| sky130_fd_sc_hd__xor2_1 | 4 |
| sky130_fd_sc_hd__and2b_2 | 1 |
| sky130_fd_sc_hd__nand3_1 | 6 |
| sky130_fd_sc_hd__nor4_1 | 2 |
| sky130_fd_sc_hd__nand3b_1 | 1 |
| sky130_fd_sc_hd__o21ai_0 | 1 |
| sky130_fd_sc_hd__dfrtp_1 | 16 |
| sky130_fd_sc_hd__nor2_1 | 12 |
| sky130_fd_sc_hd__clkbuf_8 | 3 |
| sky130_fd_sc_hd__nand2_1 | 3 |
| sky130_fd_sc_hd__inv_1 | 3 |
| sky130_fd_sc_hd__o311ai_0 | 1 |
| sky130_fd_sc_hd__or4_1 | 1 |
| sky130_fd_sc_hd__xnor2_1 | 9 |
| sky130_fd_sc_hd__ha_1 | 1 |
| sky130_fd_sc_hd__nand4_1 | 2 |
| sky130_fd_sc_hd__and4_2 | 1 |
| sky130_fd_sc_hd__nand4bb_1 | 1 |
| sky130_fd_sc_hd__or4_4 | 1 |
| sky130_fd_sc_hd__nor3_1 | 2 |
| sky130_fd_sc_hd__clkdlybuf4s50_1 | 2 |
| sky130_fd_sc_hd__nor3_4 | 1 |
[metrics by stage]
| stage | instance area [sq um] | cells | total power [mW] | hold slack [ns] |
|---|---|---|---|---|
| final | 927.1 | 170 | 0.4181 | 0.4714 |
| after global routing | 927.1 | 170 | 0.4331 | 0.5061 |
| after CTS | 927.1 | 170 | 0.4261 | 0.4763 |
| after detailed placement | 885.9 | 167 | 0.2505 | 0.4610 |
| after global placement | 885.9 | 167 | 0.2505 | 0.4735 |
| after floorplan | 745.7 | 69 | 0.2478 | 0.4204 |
[worst min path at each step]
stage       start       to  slack [ns]  cells past startpoint
6_report  clk_div  clk_div        0.47                      1
4_1_cts   clk_div  clk_div        0.48                      1
5_1_grt   clk_div  clk_div        0.51                      1
Power and IR drop assume default switching activity.
