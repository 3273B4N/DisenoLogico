## ./design.v

```verilog
module decoder (
    input logic ag, bg, cg, dg, 
    output logic ab, bb, cb, db);
    assign ab = ag;
    assign bb = (ag ^ bg);
    assign cb = ((ag ^ bg) ^ cg);
    assign db = (((ag ^ bg) ^ cg) ^ dg);
endmodule
module module_leds (
    input logic[3:0] binario,
    output reg[3:0] led
    );
    assign led[0] = ~((binario == 4'b0001)| (binario == 4'b0011)| (binario == 4'b0101) | (binario == 4'b0111) | (binario == 4'b1001)| (binario == 4'b1011) | (binario == 4'b1101) | (binario == 4'b1111)) ; 
    assign led[1] = ~((binario == 4'b0010) | (binario == 4'b0011) | (binario == 4'b0110) | (binario == 4'b0111) | (binario == 4'b1010) | (binario == 4'b1011) | (binario == 4'b1110) | (binario == 4'b1111)) ;
    assign led[2] = ~((binario== 4'b0100)| (binario == 4'b0101) | (binario == 4'b0111) | (binario == 4'b0110)| (binario == 4'b1100)| (binario == 4'b1101) | (binario == 4'b1111) | (binario == 4'b1110)) ;
    assign led[3] = ~((binario== 4'b1000)| (binario == 4'b1101) | (binario == 4'b1001) | (binario == 4'b1010)| (binario == 4'b1011)| (binario == 4'b1100) | (binario == 4'b1101) | (binario == 4'b1110) | (binario == 4'b1111));
endmodule
module module_seg (
    input logic clk,
    input logic A, B, C, D,
    output logic au, bu, cu, du, eu, fu, gu,
    output logic ad, bd, cd, dd, ed, fd, gd 
    );
    always @(posedge clk) begin
        au <= ~((~A & ~B & ~C & ~D) | (~A & ~B & C & ~D) | (~A & ~B & C & D) | (~A & B & ~C & D) | (~A & B & C & ~D) | (~A & B & C & D) | (A & ~B & ~C & ~D) | (A & ~B & ~C & D) | (A & ~B & C & ~D) | (A & B & ~C & ~D) | (A & B & ~C & D) | (A & B & C & D));
        bu <= ~((~A & ~B & ~C & ~D) | (~A & ~B & ~C & D) | (~A & ~B & C & ~D) | (~A & ~B & C & D) | (~A & B & ~C & ~D) | (~A & B & C & D) | (A & ~B & ~C & ~D) | (A & ~B & ~C & D) | (A & ~B & C & ~D) | (A & ~B & C & D) | (A & B & ~C & ~D) | (A & B & ~C & D) | (A & B & C & ~D));
        cu <= ~((~A & ~B & ~C & ~D) | (~A & ~B & ~C & D) | (~A & ~B & C & D) | (~A & B & ~C & ~D) | (~A & B & ~C & D) | (~A & B & C & ~D) | (~A & B & C & D) | (A & ~B & ~C & ~D) | (A & ~B & ~C & D) | (A & ~B & C & ~D) | (A & ~B & C & D) | (A & B & ~C & D) | (A & B & C & ~D) | (A & B & C & D));
        du <= ~((~A & ~B & ~C & ~D) | (~A & ~B & C & ~D) | (~A & ~B & C & D) | (~A & B & ~C & D) | (~A & B & C & ~D) | (A & ~B & ~C & ~D) | (A & ~B & ~C & D) | (A & ~B & C & ~D) | (A & B & ~C & ~D) | (A & B & ~C & D) | (A & B & C & D));
        eu <= ~((~A & ~B & ~C & ~D) | (~A & ~B & C & ~D) | (~A & B & C & ~D) | (A & ~B & ~C & ~D) | (A & ~B & C & ~D) | (A & B & ~C & ~D));
        fu <= ~((~A & ~B & ~C & ~D) | (~A & B & ~C & ~D) | (~A & B & ~C & D) | (~A & B & C & ~D) | (A & ~B & ~C & ~D) | (A & ~B & ~C & D) | (A & ~B & C & ~D) | (A & B & C & ~D) | (A & B & C & D));
        gu <= ~((~A & ~B & C & ~D) | (~A & ~B & C & D) | (~A & B & ~C & ~D) | (~A & B & ~C & D) | (~A & B & C & ~D) | (A & ~B & ~C & ~D) | (A & ~B & ~C & D) | (A & B & ~C & ~D) | (A & B & ~C & D) | (A & B & C & ~D) | (A & B & C & D));
        ad <= ~((~A & ~B & ~C & ~D) | (~A & ~B & ~C & D) | (~A & ~B & C & ~D) | (~A & ~B & C & D) | (~A & B & ~C & ~D) | (~A & B & ~C & D) | (~A & B & C & ~D) | (~A & B & C & D) | (A & ~B & ~C & ~D) | (A & ~B & ~C & D));
        bd <= 0;  
        cd <= 0;  
        dd <= ~((~A & ~B & ~C & ~D) | (~A & ~B & ~C & D) | (~A & ~B & C & ~D) | (~A & ~B & C & D) | (~A & B & ~C & ~D) | (~A & B & ~C & D) | (~A & B & C & ~D) | (~A & B & C & D) | (A & ~B & ~C & ~D) | (A & ~B & ~C & D));
        ed <= ~((~A & ~B & ~C & ~D) | (~A & ~B & ~C & D) | (~A & ~B & C & ~D) | (~A & ~B & C & D) | (~A & B & ~C & ~D) | (~A & B & ~C & D) | (~A & B & C & ~D) | (~A & B & C & D) | (A & ~B & ~C & ~D) | (A & ~B & ~C & D));
        fd <= ~((~A & ~B & ~C & ~D) | (~A & ~B & ~C & D) | (~A & ~B & C & ~D) | (~A & ~B & C & D) | (~A & B & ~C & ~D) | (~A & B & ~C & D) | (~A & B & C & ~D) | (~A & B & C & D) | (A & ~B & ~C & ~D) | (A & ~B & ~C & D));
        gd <= 1;  
    end 
endmodule
module top_module_2 (
    input logic clk,
    input logic ag, bg, cg, dg, 
    output logic [3:0] led,
    output logic au, bu, cu, du, eu, fu, gu, 
    output logic ad, bd, cd, dd, ed, fd, gd  
);
    logic ab, bb, cb, db;
    logic [3:0] binario;
    decoder u_decoder (
        .ag(ag),
        .bg(bg),
        .cg(cg),
        .dg(dg),
        .ab(ab),
        .bb(bb),
        .cb(cb),
        .db(db)
    );
    assign binario = {ab, bb, cb, db};
    module_leds u_module_leds (
        .binario(binario),
        .led(led)
    );
    module_seg u_module_seg (
        .clk(clk),
        .A(ab),
        .B(bb),
        .C(cb),
        .D(db),
        .au(au),
        .bu(bu),
        .cu(cu),
        .du(du),
        .eu(eu),
        .fu(fu),
        .gu(gu),
        .ad(ad),
        .bd(bd),
        .cd(cd),
        .dd(dd),
        .ed(ed),
        .fd(fd),
        .gd(gd)
    );
endmodule
```

## ./run.sh

```bash
#!/bin/bash
# OpenROAD 26Q1-2900-gdf79404cd8, Yosys 0.63+post, stock flow scripts
make -C /OpenROAD-flow-scripts/flow DESIGN_CONFIG=/design/flow/config.mk WORK_HOME=/design/flow/orfs finish
```

## ./config.mk

```make
export PLATFORM = sky130hd
export DESIGN_NAME = top_module_2
export DESIGN_NICKNAME = top_module_2
export VERILOG_FILES = /design/flow/design.v
export SDC_FILE = /design/flow/constraint.sdc
export NUM_CORES = 4
export LEC_CHECK = 1
export CORE_AREA = 10 10 70 70
export DIE_AREA = 0 0 80 80
```

## ./constraint.sdc

```tcl
current_design top_module_2

set clk_period 1.2
set clk_io_pct 0.2

create_clock -name clk0 -period $clk_period [get_ports {clk}]

set non_clock_inputs [all_inputs -no_clocks]
set_input_delay [expr $clk_period * $clk_io_pct] -clock clk0 $non_clock_inputs
set_output_delay [expr $clk_period * $clk_io_pct] -clock clk0 [all_outputs]
```

==> run_results.csv <==
group,metric,value,unit
critical_path,cp_data_arrival_time,1.49,ns
synth,synth-cells-yosys,66,
sta,grt_setup_unrepaired,"yes",
floorplanning,die_h,80,um
worst_hold_path,hold_path_depth,5,
power,p_sw_share,28.8,%
sta,setup_viol,10,
power,leakage,0.000541,uW
critical_path,cp-startpoint,"ag",
synth,syn_area,572,um2
global_routing,grt_pass1_wl,2.55,mm
floorplanning,core_area,0.00342,mm2
finish,drive_above_1_share,60.4,%
cts,cts_buffers,3,
route,drc_errors,0,
floorplanning,die_area,0.00640,mm2
sta,worst_slack,-0.530,ns
synth,synthCells,66,
power,p_sw,342,uW
run_status,status,"finished, violations left",
route,antenna_left,0,
power,power_frac_seq,27.8,%
global_routing,grt_usage,4.70,%
synth,postSynthSeqShare,28.0,%
cts,cts-root-buf,"clkbuf_4",
route,vias_per_cell,4.01,
finish,fin_util,35.5,%
synth,avgSynthCellArea,8.66,um2
route,drt-initial-drc-count,13,
finish,area_delta_synth_final,112,%
route,insertedDiodeCount,0,
sta,finalCritPeriodShare,144,%
job,warnings,33,
power,ir_drop,345,uV
global_routing,grt_max_degree,12,
job,drv_cap,0,
synth,ys_area,572,um2
cts,numClockSinks,8,
route,vias,609,
cts,hold_buffers,0,
synth,yosys_register_bits,8,
synth,synth_warnings,5,
synth,ys_types,28,
cts,clockBufferDepth,2,
cts,path_clk_slew,0.05,ns
sta,fmax,578,MHz
place,port_buffers,19,
route,wl_per_cell,11.0,um
power,intPower,845,uW
power,p_comb_share,56.6,%
critical_path,path_class,"primary input to primary output",
floorplanning,core_util_floorplan,16.7,%
critical_path,cp_max_fo,2,
critical_path,required,0.96,ns
run_status,violations,"setup timing",
route,dr.pass1.iters,3,
sta,drv_slew,0,
sta,holdWs,0.559,ns
power,totalPowerFinal,1190,uW
place,place_hpwl,1.23,mm
worst_hold_path,hold_path.class,"primary input to flip-flop",
critical_path,endpoint,"led[3]",
cts,cts_tree,"built",
sta,hold_viol,0,
power,p_clk_share,15.6,%
floorplanning,die_w,80,um
power,power_density,978,mW/mm2
cts,cts_max_level,1,
global_routing,grt_pass1_vias,537,
route,drt_wl_total,1.67,mm
global_routing,overflow,0,
place,routabilityCongestion,0.804,
critical_path,start_kind,"primary input",
sta,min_period,1.73,ns
floorplanning,core.rowCount,21,
global_routing,antenna_found_initial,0,
critical_path,end_kind,"primary output",
floorplanning,pin_count,23,
[cells in the final DEF (no fill, tap or decap), types with 3 or more instances in the layout]
cell type	n
buf_4	19
dlygate4sd2_1	10
buf_6	8
dfxtp_1	7
buf_2	4
inv_1	3
a21o_1	3
ha_4	3
conb_1	3
clkbuf_4	3
[sequential cells by signal, summed over array words and instances, names as in the netlist]
name,cells
u_module_seg.du,1
u_module_seg.fu,1
u_module_seg.ad,1
u_module_seg.gu,1
u_module_seg.bu,1
u_module_seg.au,1
u_module_seg.cu,1
u_module_seg.eu,1
[area by class of cell]
type / instances / area (um2)
timing repair buffer: 47 / 413
fill: 347 / 2200
tap: 46 / 57.6
inverter: 6 / 28.8
clock buffer: 3 / 22.5
sequential: 8 / 161
multi-input combinational: 42 / 531
[power by group through the flow]
stage	Sequential, uW	Clock [uW]	Combinational (uW)
4_1_cts	331	196	597
6_report	330	185	672
5_1_grt	339	219	728
[kinds of logic after synthesis]
logic type | Yosys count | share of synthesized area (%)
buf+inv | 17 | 15.8
compound gates | 16 | 21.4
simple gates | 13 | 13.1
flops | 8 | 28.0
fa+ha+maj | 7 | 15.3
other cells | 2 | 1.31
mux | 2 | 3.50
xor+xnor | 1 | 1.53
[layer usage]
| layer | vias to the layer above | wire length, um | GRT usage (%) |
|---|---|---|---|
| met5 | - | 0 | 0 |
| met4 | 0 | 0 | 0.880 |
| met3 | 0 | 195 | 2.16 |
| met2 | 20 | 690 | 5.70 |
| met1 | 286 | 788 | 7.23 |
| li1 | 303 | - | - |
[how the worst min path moves through the flow]
stage / slack, ns / end / from
finish: 0.56 / u_module_seg.eu / ag
global route: 0.55 / u_module_seg.eu / ag
CTS: 0.54 / u_module_seg.eu / bg
[synthesized netlist by cell type]
library cell,instances,area (um2)
or3_1,1,6.26
o31ai_1,1,7.51
nand2_1,1,3.75
and2_1,1,6.26
a2111oi_2,1,15.0
a21oi_1,3,15.0
a21o_1,3,22.5
conb_1,2,7.51
inv_1,6,22.5
mux2i_1,2,20.0
o21ai_0,1,5.00
a2bb2oi_1,1,8.76
o221ai_1,1,8.76
nor2_1,2,7.51
a31oi_1,1,6.26
nor3_1,2,10.0
clkbuf_1,4,15.0
o32ai_1,1,8.76
a211oi_1,1,7.51
ha_1,7,87.6
nor3b_1,3,22.5
nor4_1,1,6.26
or2_2,2,12.5
dfxtp_1,8,160
a221o_1,1,10.0
xnor2_1,1,8.76
o21bai_1,1,7.51
buf_4,7,52.6
[stage by stage]
stage	area [um2]	setup TNS [ns]	cells	worst slack, ns
5_1_grt	1210	-3.75	152	-0.619
2_1_floorplan	668	-3.81	67	-0.592
4_1_cts	1130	-3.91	149	-0.621
6_report	1210	-3.06	152	-0.530
3_5_place_dp	958	-12.18	137	-1.43
3_3_place_gp	958	-11.85	137	-1.39
[repair_timing]
item	CTS	global route
pin swaps	17	13
buffers inserted	9	7
endpoints found under the hold margin	0	0
endpoints found under the setup margin	23	13
gates resized	58	17
[critical path, cell delays in order]
cell	delay, ns
buf_8	0.08
clkinvlp_4	0.09
ha_4	0.30
xnor2_4	0.13
inv_4	0.06
buf_6	0.12
ha_4	0.15
o32ai_4	0.19
buf_2	0.13
No activity file was given, so power comes from the tool's default toggle rates.
